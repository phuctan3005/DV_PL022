[./design.v]
interface ssp_if;
    logic        PRESETn;
    logic [11:2] PADDR;
    logic        PCLK;
    logic        PENABLE;
    logic [15:0] PRDATA;
    logic        PSEL;
    logic [15:0] PWDATA;
    logic        PWRITE;
    logic        SSPCLK;
    logic        nSSPRST;
    logic        SSPTXINTR;
    logic        SSPRXINTR;
    logic        SSPRORINTR;
    logic        SSPRTINTR;
    logic        SSPINTR;
    logic        SSPTXDMASREQ;
    logic        SSPRXDMASREQ;
    logic        SSPTXDMABREQ;
    logic        SSPRXDMABREQ;
    logic        SSPTXDMACLR;
    logic        SSPRXDMACLR;   
    logic        SCANENABLE;
    logic        SCANINPCLK;
    logic        SCANOUTPCLK;
    logic        SCANINSSPCLK;
    logic        SCANOUTSSPCLK;    
    logic        SSPFSSOUT;
    logic        SSPCLKOUT;
    logic        SSPRXD;
    logic        SSPTXD;
    logic        nSSPCTLOE;
    logic        SSPFSSIN;
    logic        SSPCLKIN;
    logic        nSSPOE;
endinterface
module ssp_register (
    input  wire        PCLK,
    input  wire        PRESETn,
    input  wire        PSEL,
    input  wire        PENABLE,
    input  wire        PWRITE,
    input  wire [11:2] PADDR,
    input  wire [15:0] PWDATA,
    output reg  [15:0] PRDATA,
    input  wire [4:0]  ssp_status,    
    input  wire [3:0]  intr_raw_in,   
    output reg  [15:0] SSPCR0,
    output reg  [3:0]  SSPCR1,
    output reg  [15:0] SSPDR,
    output reg  [7:0]  SSPCPSR,
    output reg  [3:0]  SSPIMSC,
    output reg  [1:0]  SSPDMACR,
    output reg  [3:0]  SSPRIS,        
    output wire [3:0]  SSPMIS         
);
    reg [3:0] intr_pending;   
    always @(posedge PCLK or negedge PRESETn) begin
        if (!PRESETn) begin
            SSPCR0      <= 16'h0000;
            SSPCR1      <= 4'h0;
            SSPDR       <= 16'h0000;
            SSPCPSR     <= 8'h00;
            SSPIMSC     <= 4'h0;
            SSPDMACR    <= 2'h0;
            intr_pending<= 4'h0;
        end else begin
            if (PSEL && PENABLE && PWRITE) begin
                case (PADDR[7:2])
                    6'h00: SSPCR0   <= PWDATA;               
                    6'h01: SSPCR1   <= PWDATA[3:0];          
                    6'h02: SSPDR    <= PWDATA;               
                    6'h04: if (PWDATA[0] == 1'b0)            
                               SSPCPSR <= PWDATA[7:0];
                    6'h05: SSPIMSC  <= PWDATA[3:0];          
                    6'h08: intr_pending <= intr_pending & ~PWDATA[3:0];  
                    6'h09: SSPDMACR <= PWDATA[1:0];          
                    default: ;
                endcase
            end
        end
    end
    always @(posedge PCLK or negedge PRESETn) begin
        if (!PRESETn)
            SSPRIS <= 4'b0000;
        else
            SSPRIS <= intr_raw_in | intr_pending;
    end
    assign SSPMIS = SSPRIS & SSPIMSC;
    always @(*) begin
        if (PSEL && !PWRITE) begin
            case (PADDR[7:2])
                6'h00: PRDATA = SSPCR0;                             
                6'h01: PRDATA = {12'h0, SSPCR1};                   
                6'h02: PRDATA = SSPDR;                             
                6'h03: PRDATA = {11'h0, ssp_status};               
                6'h04: PRDATA = {8'h00, SSPCPSR};                  
                6'h05: PRDATA = {12'h0, SSPIMSC};                  
                6'h06: PRDATA = {12'h0, SSPRIS};                   
                6'h07: PRDATA = {12'h0, SSPMIS};                   
                6'h08: PRDATA = 16'h0000;                          
                6'h09: PRDATA = {14'h0, SSPDMACR};                 
                default: PRDATA = 16'h0000;
            endcase
        end else begin
            PRDATA = 16'h0000;
        end
    end
endmodule
[./run.sh]
#!/bin/bash
# OpenROAD 26Q1-2900-gdf79404cd8, Yosys 0.63+post, stock flow scripts
make -C /OpenROAD-flow-scripts/flow DESIGN_CONFIG=/design/flow/config.mk WORK_HOME=/design/flow/orfs finish
[./config.mk]
export PLATFORM = sky130hd
export DESIGN_NAME = ssp_register
export DESIGN_NICKNAME = ssp_register
export VERILOG_FILES = /design/flow/design.v
export SDC_FILE = /design/flow/constraint.sdc
export NUM_CORES = 4
export LEC_CHECK = 1
export CORE_UTILIZATION = 40
[./constraint.sdc]
current_design ssp_register

set clk_period 5.2
set clk_io_pct 0.2

create_clock -name clk0 -period $clk_period [get_ports {PCLK}]

set non_clock_inputs [all_inputs -no_clocks]
set_input_delay [expr $clk_period * $clk_io_pct] -clock clk0 $non_clock_inputs
set_output_delay [expr $clk_period * $clk_io_pct] -clock clk0 [all_outputs]
==> impl_metrics.py <==
# Auto-generated metrics
metrics = {
    "logic_synthesis": {
        "flop_cell": "dfrtp_1",
        "common_cells": "57 x dfrtp_1, 38 x mux2_2, 18 x nor2_1",
        "synthArstFlopShare": 1.00,
        "synth-seq-cells": 57,
        "topCellsByArea": "dfrtp_1 52%, mux2_2 16%, mux2_1 4.5%",
        "synth.avg_cell_area_sq_um": 11.9,
        "ys_cells": 231,
        "yosys_warnings": 1,
        "ys_seq_frac": 0.517,
        "synth_top_cell_by_count": "dfrtp_1",
        "yosysUniqueCellTypes": 45,
        "syn_area_sq_um": 2760,
        "largest_area_cell": "dfrtp_1",
        "netlist_instances": 231,
        "synth.top_cell.area_share": 0.517,
        "ys_area_sq_um": 2760,
        "edf_count": 0,
    },
    "clock_network": {
        "cts_buffer_depth": 2,
        "cts_hold_buf": 0,
        "cts_setup_buffers": 0,
        "cts_tree": "done",
        "root_buffer": "clkbuf_8",
        "cts_resized": 0,
        "cts_sinks": 57,
        "cts_htree_levels": 3,
        "insertion_delay_ns": 0.33,
        "clkSlewWorstSetupHoldPaths_ns": 0.07,
        "cts_buffers": 9,
    },
    "place": {
        "gp_congestion": 0.802,
        "dp_hpwl_mm": 5.13,
        "pre_cts_slack_ns": 0.568,
        "port_buffers": 108,
    },
    "power_and_ir_drop": {
        "p_total_mw": 1.03,
        "pwr-share-comb": 0.112,
        "power.share.sequential": 0.461,
        "p_leak_nw": 1.77,
        "swShare": 0.222,
        "clockPowerShare": 0.427,
        "internal_power_uw": 805,
        "power_density_nw_per_um2": 250,
        "p_sw_uw": 230,
        "peakVddDrop_v": 0.000162,
    },
    "timing": {
        "rsz0062_at_grt": "no",
        "hold_viol": 0,
        "tightest_slew_ns": 0.718,
        "setup_viol": 0,
        "clock.fmax_mhz": 216,
        "final_max_slew_viol_count": 0,
        "relSlewSlack": 0.521,
        "holdWs_ns": 0.461,
        "period_minus_slack_ns": 4.63,
        "setup_ws_ns": 0.571,
        "skew_ns": 0.00153,
        "fin_setup_tns_ns": 0,
        "fin_crit_sh": 0.890,
    },
    "global_route": {
        "grt_usage": 0.212,
        "antenna_found_initial": 0,
        "grt_max_degree": 58,
        "grt_pass1_vias": 2101,
        "grt_overflow": 0,
        "grt_first_pass_wirelength_mm": 11.4,
    },
    "floorplanning": {
        "dieHeight_microns": 85.1,
        "core_sq_um": 6490,
        "fp_util": 0.425,
        "die_area_sq_um": 7230,
        "row_count": 29,
        "die_width_microns": 85.1,
        "io_pins": 114,
    },
    "status": {
        "status": "complete, no violations",
    },
    "cells_and_area": {
        "areaGrowthSynthToFinish_pct": 49.9,
        "fill_cells": 507,
        "drive_gt1_frac": 0.201,
    },
    "drt": {
        "via_per_inst": 5.37,
        "wl_per_cell_microns": 17.0,
        "dr_total_vias": 2287,
        "ant_nets": 0,
        "drc": 0,
        "first_pass_iters": 4,
        "routed_wl_mm": 7.25,
        "initialDrtViolationCount": 114,
        "antennaDiodeCount": 0,
    },
    "setup_path": {
        "cp-end-kind": "output port",
        "critPathMaxFanout": 8,
        "arrival_ns": 3.59,
        "startpoint_type": "input port",
        "crit_type": "input port to output port",
        "worstPathRequired_ns": 4.16,
    },
    "run": {
        "warning_count": 30,
        "cap_violations": 0,
    },
    "worst_hold_path": {
        "min_path_type": "flip-flop to flip-flop",
    },
}
-- layout make-up --
cell class / instances / area (sq um) / area share
Timing Repair Buffer: 117 / 1140 / 0.277
Tap cell: 77 / 96.3 / 0.0233
Multi-Input combinational cell: 157 / 1250 / 0.302
Inverter: 3 / 11.3 / 0.00272
Clock buffer: 10 / 128 / 0.0309
Sequential cell: 57 / 1430 / 0.345
Clock inverter: 5 / 81.3 / 0.0197
-- kinds of logic (layout without fill, tap and decap cells) --
kind of cell | Yosys count | after routing | synth area share
simple gates | 65 | 65 | 0.132
flops | 57 | 57 | 0.517
mux | 56 | 56 | 0.225
compound gates | 35 | 35 | 0.0921
buf+inv | 17 | 135 | 0.0322
other cells | 1 | 1 | 0.00136
-- worst max-delay path, cell delays in order --
cell and delay [ns]:
clkdlybuf4s50_1 0.68, or4b_1 0.55, nor3_1 0.53, a2bb2oi_1 0.15
a21oi_1 0.15, clkdlybuf4s50_1 0.50
-- layer usage --
| metal | GRT usage | wire length (microns) | up-vias | share of wire |
|---|---|---|---|---|
| met2 | 0.327 | 3500 | 74 | 0.48 |
| li1 | - | - | 1080 | - |
| met5 | 0 | 0 | - | 0 |
| met4 | 0.0185 | 67 | 0 | 0.0092 |
| met3 | 0.0513 | 435 | 7 | 0.060 |
| met1 | 0.332 | 3240 | 1126 | 0.45 |
-- placed cells by master (no fill, tap or decap), types with 3 or more instances in the layout --
cell type,n
a21boi_0,4
a21oi_1,3
a222oi_1,3
a22oi_1,9
a31oi_1,3
and2_1,6
buf_4,9
clkbuf_8,9
clkdlybuf4s50_1,107
dfrtp_1,57
inv_1,3
mux2_1,11
mux2_2,38
mux2i_1,7
nand2_1,4
nand2b_1,4
nand3_1,7
nor2_1,18
nor3_1,5
o21ai_0,3
or2_2,4
-- metrics by stage --
stage / utilization / cell area, sq um / cells
finish: 0.637 / 4140 / 426
global route: 0.637 / 4140 / 426
CTS: 0.637 / 4140 / 426
detailed placement: 0.605 / 3930 / 411
global placement: 0.605 / 3930 / 411
floorplan: - / 2760 / 231
-- power groups by stage --
stage | logic, mW | clock network (mW) | registers (mW)
finish | 0.116 | 0.442 | 0.477
global route | 0.127 | 0.474 | 0.480
CTS | 0.118 | 0.454 | 0.477
-- worst paths after layout --
path                                 start        end  slack, ns  depth (start not counted)
max reg2reg                       SSPDR[5]   SSPDR[5]       4.39                          1
min in group asynchronous          PRESETn  SSPCR0[8]       0.85                          2
min                        intr_pending[3]  SSPRIS[3]       0.46                          1
max                               PADDR[4]  PRDATA[4]       0.57                          6
min reg2reg                intr_pending[3]  SSPRIS[3]       0.46                          1
max in group asynchronous          PRESETn  SSPDR[10]       3.88                          2
-- registers in the layout, indices dropped and copies added (netlist names) --
| name | flops |
|---|---|
| SSPCR0 | 16 |
| SSPDR | 16 |
| SSPCPSR | 7 |
| SSPCR1 | 4 |
| SSPIMSC | 4 |
| SSPRIS | 4 |
| intr_pending | 4 |
| SSPDMACR | 2 |
Power and IR drop assume default switching activity.
